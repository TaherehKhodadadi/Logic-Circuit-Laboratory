===== config.mk =====
export PLATFORM = sky130hd
export DESIGN_NAME = ALU
export DESIGN_NICKNAME = ALU
export VERILOG_FILES = /design/flow/design.v
export SDC_FILE = /design/flow/constraint.sdc
export NUM_CORES = 4
export LEC_CHECK = 1
export CORE_UTILIZATION = 40

===== constraint.sdc =====
current_design ALU

set clk_period 10.7
set clk_io_pct 0.2

create_clock -name clk0 -period $clk_period

set non_clock_inputs [all_inputs -no_clocks]
set_input_delay [expr $clk_period * $clk_io_pct] -clock clk0 $non_clock_inputs
set_output_delay [expr $clk_period * $clk_io_pct] -clock clk0 [all_outputs]

===== design.v =====
module ALU (
    input  [31:0] a, b,
    input  [ 2:0] f ,
	output [31:0] y_out,
    output zero,
    output c_out
);
    wire [31:0] not_b;
    assign not_b = ~ b;
    wire [31:0] b_mux_not_b;
    assign b_mux_not_b = (1'b0 == f[2]) ? b : not_b;
    wire [31:0] fx00;
    assign fx00 = a & b_mux_not_b;
    wire [31:0] fx01;
    assign fx01 = a | b_mux_not_b;
    wire [31:0] fx10;
    assign {c_out, fx10} = a + b_mux_not_b + f[2];
    wire [31:0] fx11;
    assign fx11 = {{31{1'b0}}, ((a[31] == not_b[31]) && (fx10[31] != a[31])) ? ~(fx10[31]) : fx10[31]};
    assign zero = ~| y_out;
    assign y_out = 2'b00 == f[1:0] ? fx00 : (2'b01 == f[1:0] ? fx01 : (2'b10 == f[1:0] ? fx10 : fx11 ));
endmodule

===== run.sh =====
#!/bin/bash
# OpenROAD 26Q1-2900-gdf79404cd8, Yosys 0.63+post, stock flow scripts
make -C /OpenROAD-flow-scripts/flow DESIGN_CONFIG=/design/flow/config.mk WORK_HOME=/design/flow/orfs finish

==> Slide: Implementation Results <==
Synthesis and Place & Route Summary

Job
  • Tool warnings: 65
  • Max-Cap Viols: 0

Global routing
  • Initial antenna violation count: 0
  • GRT Total Usage: 25.05%
  • Congestion Overflow GR: 0
  • Wire length of the first global-routing pass: 20.30 mm
  • Number of global-route vias before repair: 3,966
  • Largest net degree at the start of global routing: 40

Die
  • Die Wd: 102.2 microns
  • Core Area: 9729 sq um
  • Chip Height: 102.2 microns
  • Row cnt: 36
  • Die area: 10,440 sq um
  • Io pins: 101
  • Fp util: 41.27%

Place
  • Gpl congestion: 0.9955
  • Detail Placement HPWL: 10.38 mm
  • Cell Count Post-Placement: 789
  • DP Worst Slack: 2169 ps
  • Post-DP Area: 4989 sq um
  • Port Buffers: 101

Critical path
  • Crit Path Category: input pin to output port
  • Crit-path max FO: 18
  • Crit path max-delay family: buffers and inverters
  • Max stage delay cell, worst path: clkdlybuf4s50_1
  • Worst EP required: 8560 ps
  • Critical path's largest stage delay: 470 ps
  • Startpoint types: input pin
  • Crit-path cells: buf_2, buf_4, mux2i_4, fa_1, nor2b_1, o31ai_4, a21oi_2, o31a_1, o221ai_1, a211oi_1, nor4b_1, and4b_1, nand4b_1, nor3_2, clkdlybuf4s50_1
  • CP bufs+invs: 3
  • CP endpoint kind: output port
  • Crit path DAT: 6360 ps

Cells and area
  • FF/Latch Area: 0 sq um
  • Seq cells: 0
  • Logic area: 3463 sq um
  • Fill count: 986
  • Share of cells above drive strength 1: 5.183%
  • Area Growth Syn to Fin: 24.24%
  • Clock buf count: 0
  • Final Instance Area: 4989 sq um
  • Non-filler cells, final: 789
  • Util after Layout: 51.27%

Detailed routing
  • Post-route ant nets: 0
  • Routed WL: 12.75 mm
  • Initial drt markers: 203
  • Via count: 4,324
  • ANT cells: 0
  • DR WL/cell: 16.16 microns
  • Drt pass-1 iters: 5
  • DR DRC count: 0
  • Vias per inst: 5.480

Status
  • Status: complete, no violations

Final timing
  • Worst hold slack: 5516 ps
  • Min Tclk post-route: 8501 ps
  • Period utilization: 79.45%
  • Final Hold Viols: 0
  • Slew margin rel.: 53.57%
  • Maximum clock frequency: 117.6 MHz
  • RSZ-0062 raised after global routing: no
  • Setup WS post-layout: 2199 ps
  • Setup TNS: 0 ps
  • Slew Limit Fails: 0
  • Final setup violation count: 0
  • Least-Margin Pin Slew: 695.4 ps

Power
  • Leakage power: 2.255 nW
  • Total power per unit cell area: 67.54 nW/um^2
  • Pwr Total: 0.3369 mW
  • Worst vdd ir: 26.43 uV

Worst hold path
  • Hold Path Class: input pin to output port

Yosys
  • Synth Warn #: 0
  • Average cell area after synthesis: 6.875 sq um
  • Post-Syn Area: 4015 sq um
  • Cell Type Count: 82
  • Synth Seq Share: 0%
  • Cells after Synth: 584
  • Yosys Instances: 584
  • Post-synthesis chip area from yosys: 4015 sq um

CTS
  • CTS resizes: 0
  • Post-CTS Setup Bufs: 0
  • Post-CTS Hold Buffers: 0
==> worst paths after layout <==
| path | startpoint | end | slack [ps] | depth (start not counted) |
|---|---|---|---|---|
| worst max-delay path | f[2] | zero | 2200 | 15 |
| worst min-delay path | a[17] | y_out[17] | 5520 | 7 |
==> area by class of cell <==
type,instances,share of cell area (%)
inverters,84,6.321
multi-input cells,466,69.43
repair buffers,106,20.92
well taps,133,3.336
==> cells in the mapped netlist, drive strengths merged (6+ instances only) <==
cell type  number  area (sq um)
o22ai          12         75.07
and2            9         61.31
a21oi          41         212.7
nand3           7         35.03
o31ai           7         66.31
nand2          44         165.2
ha             65         813.3
nor2           37         138.9
o21ai          44         220.2
a211oi         15         122.6
inv            84         315.3
xnor2          10         87.58
a31oi           6         37.54
clkbuf         14         96.34
nand4          13         81.33
buf            20         140.1
nor2b           6         37.54
a21o           10         76.32
xor2           42         367.9
nor3           12         76.33
==> logic make-up (layout without fill, tap and decap cells) <==
logic type | count (synthesis) | after routing | synth area share [%]
XOR/XNOR | 52 | 52 | 11.34
multiplexers | 8 | 8 | 2.711
AND/OR/NAND/NOR | 162 | 162 | 21.63
AND-OR/OR-AND | 178 | 178 | 29.82
adder cells (fa/ha/maj) | 66 | 66 | 20.75
buffers and inverters | 118 | 190 | 13.74
==> cell usage in the layout (no fill, tap or decap), drive strengths merged, types with 4 or more instances in the layout <==
| cell | count |
|---|---|
| o22ai | 12 |
| clkdlybuf4s50 | 100 |
| nor2 | 37 |
| o31ai | 7 |
| o21ai | 44 |
| a211oi | 15 |
| nand3 | 7 |
| xnor2 | 10 |
| o211ai | 4 |
| inv | 84 |
| a21o | 10 |
| xor2 | 42 |
| a31o | 5 |
| o21bai | 5 |
| o221ai | 4 |
| buf | 6 |
| nor2b | 6 |
| mux2i | 4 |
| a21oi | 41 |
| a31oi | 6 |
| nand4 | 13 |
| ha | 65 |
| nand2 | 44 |
| nor3 | 12 |
| and2 | 9 |
==> where the power goes <==
part | switching, mW | internal [mW] | total, mW | leakage [nW]
Combinational | 0.180 | 0.156 | 0.337 | 2.25
Sequential | 0 | 0 | 0 | 0
Clock | 0 | 0 | 0 | 0
==> layer usage <==
layer / up-vias / GRT usage, % / share of wire (%)
li1: 2209 / - / -
met1: 1985 / 36.88 / 48
met2: 118 / 41.82 / 47
met3: 12 / 0.8345 / 3.7
met4: 0 / 3.516 / 1.6
met5: - / 0 / 0
Power and IR drop assume default switching activity.
