[flow/design.v]
module Data_Memory(clk, we, address, wd, readData);
   input clk;
   input we;
   input[5:0] address;
   input[31:0] wd;
   output[31:0] readData;
   reg [31:0] ram[0:63];
   assign readData = ram[address[5:2]];
   always @(posedge clk)
   if (we) ram[address[5:2]] <= wd;
endmodule
[flow/run.sh]
#!/bin/bash
# OpenROAD 26Q1-2900-gdf79404cd8, Yosys 0.63+post, stock flow scripts
make -C /OpenROAD-flow-scripts/flow DESIGN_CONFIG=/design/flow/config.mk WORK_HOME=/design/flow/orfs finish
[flow/config.mk]
export PLATFORM = sky130hd
export DESIGN_NAME = Data_Memory
export DESIGN_NICKNAME = Data_Memory
export VERILOG_FILES = /design/flow/design.v
export SDC_FILE = /design/flow/constraint.sdc
export NUM_CORES = 4
export LEC_CHECK = 1
export CORE_UTILIZATION = 50
[flow/constraint.sdc]
current_design Data_Memory

set clk_period 11.1
set clk_io_pct 0.2

create_clock -name clk0 -period $clk_period [get_ports {clk}]

set non_clock_inputs [all_inputs -no_clocks]
set_input_delay [expr $clk_period * $clk_io_pct] -clock clk0 $non_clock_inputs
set_output_delay [expr $clk_period * $clk_io_pct] -clock clk0 [all_outputs]
==> results_dict.tcl <==
# place-and-route summary
set metrics [dict create \
    pwr-share-clk_pct 39.9 \
    io_pins 72 \
    grt_pass1_wl_mm 69.1 \
    port_buffers 69 \
    finalCriticalPeriod_ns 7.96 \
    dp_hpwl_mm 25.0 \
    timing.slew.headroom_pct 46.3 \
    finalSetupViolCount 0 \
    power_density_mw_per_mm2 176 \
    first_global_vias 11400 \
    design_area_sq_mm 0.0229 \
    critPathKind "input pin to output pin" \
    diodes 0 \
    area_growth_pct 13.9 \
    placed_cell_area_sq_mm 0.0213 \
    core_area_sq_mm 0.0397 \
    warnings 27 \
    endpoint_kind "output pin" \
    rsz0062_at_grt "no" \
    path_cells "buf_4, buf_4, buf_4, and2b_1, a211oi_1, a22oi_1, o21ai_1, o21ai_1, clkdlybuf4s50_1" \
    cts_tree "built" \
    largest_register_ffs 512 \
    cp-start-kind "input pin" \
    ys_ff 512 \
    detail-route-antenna-nets 0 \
    num_vias 10500 \
    ys_warn_count 1 \
    synthesis.area_sq_mm 0.0201 \
    path_buffers 4 \
    wirelength_mm 45.6 \
    ys_types 57 \
    drive_gt1_share_pct 15.4 \
    synth_area_per_cell_sq_um 18.0 \
    crit_arrival_ns 5.74 \
    total_power_mw 4.03 \
    postCtsSetupRepairBufs 0 \
    hold_class "input pin to flop" \
    async_reset_ff_share_pct 0 \
    yosys.stat.chipArea_sq_mm 0.0201 \
    grt_max_degree 55 \
    internal-power_mw 3.20 \
    top_area_share_pct 76.5 \
    cts_resized 0 \
    die_h_um 202 \
    overflow 0 \
    crit_path_frequent_cell "buf_4" \
    hold_viol_final 0 \
    ys.flop_type "edfxtp_1" \
    first_pass_iters 5 \
    vdd_drop_max_uv 122 \
    maxSlewViolCount 0 \
    status "finished, final reports clean" \
    cts_sinks 512 \
    gp_congestion 0.822 \
    route.detailed.wl_per_inst_um 25.8 \
    maxCapViolations 0 \
    max_freq_ghz 0.126 \
    pwr-share-seq_pct 54.0 \
    dp.cells 1681 \
    fill_cells 2962 \
    ys_seq_share_pct 76.5 \
    p_sw_share_pct 20.7 \
    drt-initial-drc-count 518 \
    htreeDepth 2 \
    cp.required_ns 8.88 \
    worst_pin_slew_ns 0.805 \
    ys_cells 1117 \
    die_area_sq_mm 0.0410 \
    syn_inst 1117 \
    vias_per_cell 5.96 \
    track_usage_pct 25.8 \
    fp_util_pct 50.6 \
    clk_pin_slew_ns 0.06 \
    final.setup.tns_ns 0 \
    netlist_top_cells_area "edfxtp_1 (76%), mux2i_1 (3.9%), mux4_2 (3.2%)" \
    hold_slack_ns 2.53 \
    row_count 73 \
    clock_path_buffers 3 \
    antenna_found_initial 2 \
    slowest_delay_ns 0.62 \
    p_leak_nw 7.38 \
    crit_family "buffers and inverters" \
    path_max_fanout 40 \
    p_switching_mw 0.833 \
    combinationalPowerShare_pct 6.1 \
    drc 0 \
    numCtsBuffers 51 \
    synth-edff-count 512 \
    clock-root-buffer "clkbuf_16" \
    min_period_over_period_pct 71.7 \
    die_x_um 202 \
    postCtsHoldBufs 0 \
    worst_path_max_delay_cell "and2b_1" \
    top_area_cell "edfxtp_1" \
    final_cell_count_no_fill 1769 \
]
placed cells by master, fill, tap and decap left out, drive strengths merged, types with 3 or more instances in the layout:
cell type / Yosys / layout
bufinv: 0 / 3
o21ai: 60 / 60
nand2b: 3 / 3
o32ai: 4 / 4
a221oi: 17 / 17
inv: 3 / 3
clkdlybuf4s50: 0 / 65
a211oi: 10 / 10
nand3b: 4 / 4
o22ai: 6 / 6
nand3: 10 / 10
a221o: 15 / 15
a22o: 10 / 10
nor2: 31 / 31
mux4: 29 / 29
nand2: 64 / 64
mux2: 32 / 32
a21boi: 6 / 6
buf: 62 / 45
a22oi: 23 / 23
clkbuf: 10 / 66
clkinv: 1 / 20
a222oi: 4 / 4
nor3: 5 / 5
and2: 3 / 3
edfxtp: 512 / 512
o211ai: 4 / 4
mux2i: 79 / 79
o221ai: 7 / 7
o221a: 5 / 5
a31oi: 13 / 13
nor2b: 5 / 5
a21oi: 61 / 61
cells in the mapped netlist, types with 3 or more instances:
cell type,number
a211oi_1,10
a21boi_0,4
a21oi_1,61
a221o_1,15
a221oi_1,13
a221oi_2,4
a222oi_1,4
a22o_1,10
a22oi_1,23
a31oi_1,13
and2_1,3
buf_12,3
buf_2,26
buf_4,17
buf_6,15
clkbuf_1,10
edfxtp_1,512
mux2_1,10
mux2_2,18
mux2_4,4
mux2i_1,79
mux4_2,29
nand2_1,64
nand3_1,10
nand3b_1,4
nor2_1,29
nor2b_1,3
nor3_1,5
o211ai_1,4
o21ai_0,45
o21ai_1,15
o221a_1,4
o221ai_1,7
o22ai_1,6
o32ai_1,4
logic make-up after synthesis:
| logic type | Yosys count | synth area share [%] |
|---|---|---|
| flip-flops | 512 | 76.5 |
| multiplexers | 140 | 9.05 |
| AND-OR/OR-AND | 256 | 8.69 |
| AND/OR/NAND/NOR | 133 | 3.06 |
| buffers and inverters | 76 | 2.70 |
worst min-delay path, stage by stage:
cell and delay, ns:
buf_4 0.25, nand3_1 0.25, nor2_4 0.15
per-stage QoR:
step | util, % | setup slack, ns
4_1_cts | 57.6 | 3.09
2_1_floorplan | - | 4.51
5_1_grt | 57.6 | 2.86
6_report | 57.6 | 3.14
3_3_place_gp | 53.7 | 3.12
3_5_place_dp | 53.7 | 3.09
metal layers:
| metal | track usage, % | routed length (um) | vias up |
|---|---|---|---|
| met5 | 0.119 | 31 | - |
| met4 | 3.81 | 863 | 4 |
| met3 | 16.8 | 6630 | 65 |
| met2 | 36.7 | 21300 | 584 |
| met1 | 37.7 | 16800 | 5177 |
| li1 | - | - | 4718 |
final cells by class:
cell class	instances	area [sq um]	area share [%]
tap	525	657	2.87
sequential	512	15400	67.2
inverter	4	15.0	0.0656
timing repair buffer	111	1000	4.37
multi-input combinational	529	4290	18.7
clock inverter	23	178	0.776
clock buffer	65	1370	5.99
power by group through the flow:
stage,sequential (mW),combinational (mW),clock [mW]
after CTS,2.18,0.250,1.65
final,2.18,0.246,1.61
after global routing,2.18,0.270,1.71
worst paths after layout:
path,start,to,slack [ns],cells past startpoint
setup / recovery,address[2],readData[15],3.14,9
hold / removal,address[2],ram[11][21],2.53,3
Power and IR drop assume default switching activity.
