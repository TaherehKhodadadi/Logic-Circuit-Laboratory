[flow/run.sh]
#!/bin/bash
# OpenROAD 26Q1-2900-gdf79404cd8, Yosys 0.63+post, stock flow scripts
make -C /OpenROAD-flow-scripts/flow DESIGN_CONFIG=/design/flow/config.mk WORK_HOME=/design/flow/orfs finish
[flow/config.mk]
export PLATFORM = sky130hd
export DESIGN_NAME = Register_File
export DESIGN_NICKNAME = Register_File
export VERILOG_FILES = /design/flow/design.v
export SDC_FILE = /design/flow/constraint.sdc
export NUM_CORES = 4
export LEC_CHECK = 1
export CORE_UTILIZATION = 40
[flow/constraint.sdc]
current_design Register_File

set clk_period 8.8
set clk_io_pct 0.2

create_clock -name clk0 -period $clk_period [get_ports {clk}]

set non_clock_inputs [all_inputs -no_clocks]
set_input_delay [expr $clk_period * $clk_io_pct] -clock clk0 $non_clock_inputs
set_output_delay [expr $clk_period * $clk_io_pct] -clock clk0 [all_outputs]
[flow/design.v]
module Register_File(rd_a, rd_b, clk, regWrite, readReg1, readReg2, regDest, wd);
   input clk, regWrite;
   input[4:0] readReg1, readReg2, regDest;
   input[31:0] wd;
   output[31:0] rd_a, rd_b;
   reg[31:0] rd_a, rd_b;
   reg[31:0] regFile[0:31];
   always @(negedge clk) if (regWrite == 1) regFile[regDest] <= wd;
   always @(readReg1) rd_a <= (readReg1 != 0) ? regFile[readReg1] : 0;
   always @(readReg2) rd_b <= (readReg2 != 0) ? regFile[readReg2] : 0;
endmodule
==> results.txt <==
run results: most frequently used flop master after synthesis=edfxtp_1, netlist area before placement=0.0471 mm^2, flip-flop count of the largest register, all copies and words added=1024, synthesis-stage register bit count=1024, Die W=345 um, layout overhead on the synthesized area=28.1%, worst slew margin relative to its limit=0.0990, clock tree from TritonCTS=yes, die y size=345 um, antenna-violating nets left=0, Crit-path slowest cell=mux4_2, Clock Sinks=1024, RSZ-0062 raised after global routing=yes, count of boundary I/O pins=113, startpoint types=flop, vias in the first global route=35100, sw power=3.65 mW, longest individual stage delay on the worst path=0.48 ns, dominant combinational cell family by area after synthesis=multiplexers, share of flip-flops with an asynchronous set or reset after synthesis=0, start point of the worst hold path=readReg1[0], highest ir drop seen on vdd=0.156 mV, switching power as a share of total power=0.275, estimated wirelength of the detail-placed design=84.3 mm, cell depth of the worst min-delay path=4, WL final=149 mm, Filler Cell Count=8884, clk slew on worst S/H paths=0.03 ns, wire length of the first global-routing pass=215 mm, cell at the root of the clock tree=clkbuf_16, total tool warning count=1029, comb. cell area=0.0170 mm^2, antenna violations before repair=4, fraction of power consumed by sequential logic=0.415, data required time at the worst endpoint=7.04 ns, xor and xnor area share after synthesis=0, cell count in the Yosys report=2291, total of warnings raised by yosys=1, Crit path arrival time=7.11 ns, vias after detailed routing=29600, Rows=125, part of the total power dissipated in the clock network=0.505, class of the most critical hold timing path=primary input to output port, fraction of final layout cells sized beyond drive strength 1=0.292, Final Hold Viols=0, register with the most flip-flops=regFile, portion of netlist area occupied by mux cells=0.264, ao+oa area frac=0.0436, capture endpoint of the worst hold path=rd_a[3], count of flip-flops with a built-in enable after synthesis=1024, met2 routed wirelength=72.3 mm, ratio of total power to cell area=220 mW/mm^2, Synth Area in Adders=0, number of buffers created by CTS=109, basic-gate share of the synthesized area counting and, or, nand and nor cells=0.0163, Register Area=0.0307 mm^2, number of DRC markers in iteration 0=1761, failing checks=setup timing, maximum fanout along the worst path=2, area figure in the yosys stat output=0.0471 mm^2, antenna diode count=0, power after layout=13.3 mW, Combinational Power Share=0.080, run status=finished, violations left, Hold Slack=4.39 ns, total global-route track usage=0.278, Final Max Slew Viols=0, Metal-1 WL=45.1 mm, count of different cell masters after synthesis=40, Starting Density=0.405, largest net degree at the start of global routing=86, GR Overflow Total=0, Vias per Instance=5.78, worst-margin pin slew=1.35 ns, worst setup slack after layout=-0.0738 ns, static leakage=23.3 nW, remaining design rule violation count=0, floorplan die area=0.119 mm^2, routed len/inst=29.1 um, number of buffers between clock root and the deepest sink=3, area of the placeable core=0.116 mm^2, sequential share of the synthesized area=0.653, number of instances in the synthesized netlist=2291, crit path kind=flop to output port, series of cell instances along the critical path=mux4_2 > a22o_1 > a2111oi_4 > nor3_2 > clkdlybuf4s50_1, final RePlAce weighted congestion=0.884, buffers added on ports=112, CTS H-tree depth=3, max_cap viols=0, post-cts hold-fix buffer tally=0, internal power consumption=9.61 mW, top sig layer=met5, total iterations of the first detailed-routing run=5, Regs by FF count=regFile: 1024 flops, detailed-routed wire length on met3=27.0 mm, final setup fails=2, Critical Path Sink Type=output port, synthesized area per cell=20.6 um^2
[worst max path at each step]
stage	from	end	slack (ns)	cells after the start
final	regFile[15][29]	rd_b[29]	-0.07	5
after global routing	regFile[31][29]	rd_b[29]	-0.15	5
after CTS	regFile[15][29]	rd_b[29]	-0.19	5
[power by group through the flow]
stage	Combinational, mW	Clock [mW]	Sequential, mW
final	1.06	6.70	5.50
after global routing	1.12	7.43	5.49
after CTS	1.05	6.89	5.50
[Yosys cell counts (5+ instances only)]
| cell type | number | share of area |
|---|---|---|
| buf_2 | 60 | 0.0064 |
| nor2b_1 | 13 | 0.0017 |
| buf_8 | 5 | 0.0016 |
| o221ai_1 | 5 | 0.00093 |
| a22o_1 | 53 | 0.0099 |
| buf_1 | 18 | 0.0014 |
| mux2i_1 | 160 | 0.034 |
| nor3_1 | 55 | 0.0058 |
| a2111oi_0 | 49 | 0.0091 |
| nor2_1 | 39 | 0.0031 |
| nand2b_1 | 6 | 0.00080 |
| a21oi_1 | 8 | 0.00085 |
| buf_6 | 12 | 0.0029 |
| nand2_1 | 7 | 0.00056 |
| mux2_2 | 33 | 0.0079 |
| o22ai_1 | 105 | 0.014 |
| a221oi_1 | 6 | 0.0011 |
| buf_4 | 28 | 0.0045 |
| nand3b_1 | 7 | 0.0011 |
| edfxtp_1 | 1024 | 0.65 |
| mux4_2 | 465 | 0.22 |
| a2111oi_2 | 8 | 0.0026 |
| clkbuf_1 | 69 | 0.0055 |
| a22oi_1 | 16 | 0.0026 |
| nor4_1 | 5 | 0.00066 |
[cell families (layout without fill, tap and decap cells)]
| logic type | Yosys count | after routing |
|---|---|---|
| AOI/OAI and AO/OA | 264 | 264 |
| buffers and inverters | 196 | 1508 |
| DFF | 1024 | 1024 |
| muxes | 658 | 658 |
| and+or+nand+nor | 149 | 149 |
[critical path: cells and delay by family (launching register included)]
family / cells / cell delay [ns]
flops: 1 / 0.38
compound gates: 2 / 0.61
mux: 1 / 0.48
simple gates: 1 / 0.11
buf+inv: 1 / 0.46
[routing by layer]
layer | GRT usage | vias up
met2 | 0.397 | 2206
met3 | 0.249 | 299
met1 | 0.283 | 14500
met5 | 0.0296 | -
li1 | - | 12600
met4 | 0.111 | 14
[through the flow]
step | TNS (ns) | std cells | util | worst slack, ns | area (um^2)
2_1_floorplan | 0 | 2291 | - | 0.206 | 47100
3_3_place_gp | -0.232 | 3903 | 0.440 | -0.205 | 51200
3_5_place_dp | -0.0386 | 3904 | 0.440 | -0.0371 | 51200
4_1_cts | -0.935 | 5125 | 0.517 | -0.186 | 60100
5_1_grt | -0.802 | 5127 | 0.518 | -0.148 | 60300
6_report | -0.0948 | 5127 | 0.518 | -0.0738 | 60300
[area by class of cell]
type | instances | share of cell area
Inverter | 3 | 0.000187
Clock inverter | 1112 | 0.0823
Sequential cell | 1024 | 0.510
Multi-Input combinational cell | 1071 | 0.282
Timing Repair Buffer | 282 | 0.0479
Clock buffer | 111 | 0.0461
Tap cell | 1524 | 0.0316
[placed cells by master, fill, tap and decap left out, types with 7 or more instances in the layout]
| cell type | instances |
|---|---|
| a2111oi_2 | 15 |
| a2111oi_4 | 37 |
| a21oi_1 | 8 |
| a22o_1 | 46 |
| a22oi_1 | 16 |
| buf_12 | 44 |
| buf_2 | 7 |
| buf_4 | 127 |
| bufinv_16 | 26 |
| clkbuf_16 | 111 |
| clkdlybuf4s15_1 | 20 |
| clkdlybuf4s50_1 | 43 |
| clkinvlp_2 | 25 |
| dlygate4sd2_1 | 24 |
| edfxtp_1 | 1024 |
| inv_1 | 1045 |
| inv_4 | 10 |
| mux2_2 | 32 |
| mux2i_1 | 160 |
| mux4_2 | 465 |
| nand2_1 | 7 |
| nand3b_1 | 7 |
| nor2_4 | 33 |
| nor2b_1 | 11 |
| nor3_1 | 18 |
| nor3_2 | 23 |
| nor3_4 | 14 |
| o22ai_1 | 78 |
| o22ai_2 | 12 |
| o22ai_4 | 15 |
[repair_timing]
action,in CTS,in global routing
gates resized,299,56
pin swaps,67,21
buffers inserted,6,4
endpoints found under the setup margin,62,43
No activity file was given, so power comes from the tool's default toggle rates.
